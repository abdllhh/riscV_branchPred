**./design.v**
```verilog
module storeStage(
input clk,
input reset,
input RegWrite,
input [1:0] ResultSrc,  
input MemWrite,
input [4:0] Rdm,nxtadd,
input [31:0] ALUResultm,regdata,	 
input [31:0] immext,
output  [4:0]nxtaddout,Rdw,
output  RegWritew,
output  [1:0] ResultSrcw,  
output [31:0] ResultW
);
wire [31:0]  readDataw;
wire MemWritew;
wire [31:0] ALUResultw;
wire readData;
wire [31:0] immextw;
 DataMemory data_memory_inst (
        .clk(clk),                 
        .reset(reset),             
        .addr(ALUResultm),               
        .writeData(regdata),     
        .memWrite(MemWrite),       
        .readData(readData)        
    );
	 storeStagePipelineReg store_stage_pipeline_reg_inst (
        .clk(clk),                   
        .RegWrite(RegWrite),         
        .ResultSrc(ResultSrc),       
        .MemWrite(MemWrite),         
        .Rdm(Rdm),                   
        .nxtadd(nxtadd),             
        .ALUResultm(ALUResultm),     
		  .readData(readData),
		  .immextm(immext), 
        .nxtaddout(nxtaddout),       
        .Rdw(Rdw),                   
        .ALUResultw(ALUResultw),     
        .RegWritew(RegWritew),       
        .ResultSrcw(ResultSrcw),     
        .MemWritew(MemWritew),
		  .readDataw(readDataw),
		  .immextw(immextw) 
    );
	 mux3choito1 mux1(.A(ALUResultw),
	                  .B (readDataw),
	                 .C(nxtaddout),
						  .D(immextw),
	                  .choice(ResultSrcw),
	                  .data(ResultW));
endmodule
module mux3choito1(
    input [31:0] A,
    input [31:0] B,
   input [4:0] C,
	input [31:0] D,
    input [1:0] choice,
    output reg [31:0] data
);
always @(*)
begin
    case (choice)
        2'b00: data = A;
        2'b01: data = B;
        2'b10:data = {27'd0, C}; 
		  2'b11:data=D;
    endcase
end
endmodule
module DataMemory(
    input clk,             
    input reset,           
    input [31:0] addr,     
    input [31:0] writeData,  
    input memWrite,        
    output [31:0] readData  
);
parameter MEM_DEPTH = 32;  
parameter MEM_WIDTH = 32;  
integer i;
reg [31:0] memory [31:0];
always @(posedge clk or posedge reset ) begin
    if (reset) begin
        for ( i = 0; i < 32; i = i + 1) begin
            memory[i] = 0;
        end
    end 
	 else if (memWrite ==1)
        begin
            memory[addr] = writeData;
       end
	else
        	 memory[addr] = memory[addr] ;
end
assign readData = memory[addr];
endmodule
module storeStagePipelineReg(
input clk,
input RegWrite,
input [1:0] ResultSrc,  
input MemWrite,
input [4:0] Rdm,nxtadd,
input [31:0] ALUResultm,regdata,	 
input [31:0]readData,
input [31:0] immextm,
output reg [31:0]nxtaddout,Rdw,
output reg [31:0] ALUResultw,	 
output reg RegWritew,
output reg [1:0] ResultSrcw,  
output reg MemWritew,
output reg [31:0]readDataw,
 output reg [31:0] immextw
);
always@(posedge clk)
begin
	nxtaddout<=nxtadd;
	Rdw<=Rdm;
	ALUResultw<=ALUResultm;
	RegWritew<= RegWrite;
	ResultSrcw <= ResultSrc;
	MemWritew <= MemWrite;
	readDataw <= readData;
	immextw<=immextm;
end
endmodule
```
**./run.sh**
```bash
#!/bin/bash
# OpenROAD 26Q1-2900-gdf79404cd8, Yosys 0.63+post, stock flow scripts
make -C /OpenROAD-flow-scripts/flow DESIGN_CONFIG=/design/flow/config.mk WORK_HOME=/design/flow/orfs finish
```
**./config.mk**
```make
export PLATFORM = sky130hd
export DESIGN_NAME = storeStage
export DESIGN_NICKNAME = storeStage
export VERILOG_FILES = /design/flow/design.v
export SDC_FILE = /design/flow/constraint.sdc
export NUM_CORES = 4
export LEC_CHECK = 1
export CORE_UTILIZATION = 50
```
**./constraint.sdc**
```tcl
current_design storeStage

set clk_period 4.5
set clk_io_pct 0.2

create_clock -name clk0 -period $clk_period [get_ports {clk}]

set non_clock_inputs [all_inputs -no_clocks]
set_input_delay [expr $clk_period * $clk_io_pct] -clock clk0 $non_clock_inputs
set_output_delay [expr $clk_period * $clk_io_pct] -clock clk0 [all_outputs]
```
==> notes.md <==
Synthesis and PnR results.

- The flow ran to the end, and the final reports show no timing, DRC or antenna violations.
- Across all register-to-register paths, the minimum setup slack is 2.19 ns.
- Post-CTS repair changed the size of 0 cells.
- The antenna diode instance count is 0.
- The cts-stage hold buffer count reads 0.
- In the placement report, post-DP HPWL is listed as 6057 µm.
- The cell at the root of the clock tree is sky130_fd_sc_hd__clkbuf_8.
- The register share after synthesis reads 0.6225.
- The initial DRC count reads 75.
- Max fanout on the critical path was recorded as 31.
- The global router's overall resource usage is 0.2230.
- The pin slew with the least headroom to its limit reads 0.7447 ns.
- The flow reports an fmax of 300.9 MHz.
- Recorded from the global router log, the overflow total was 0.
- The chip area estimate from yosys synthesis is 3795 µm².
- The overall die size recorded for this design is 7942 µm².
- The post-synthesis async set-or-reset flop share reads 0.2909.
- The worst slack on hold paths is 0.5022 ns.
- The fraction of layout instances using a drive strength above 1 reads 0.1449.
- The clock-pin slew of the registers on the worst-case setup and hold paths is 0.10 ns.
- The first global-routing pass estimated 12740 µm of wire.
- During synthesis, Yosys emitted a total of 8 warnings.
- The number of failing hold endpoints at the final stage reads 0.
- The total negative slack for setup checks is 0 ns.
- The number of warnings in the stage logs is 57.
- The count of standard-cell rows reads 31.
- The final setup violation count is 0.
- The number of cells traversed by the worst hold path reads 2.
- The number of cell instances after yosys synthesis is 301.
- The detailed router placed 2690 vias in this run.
- The end of the worst register-to-register path reads data_memory_inst.memory[21][0].
- The dominant register cell in the synthesized netlist is sky130_fd_sc_hd__dfxtp_1.
- Walking the worst path, the cells encountered are clkdlybuf4s50_1 -> nor2b_1 -> a2bb2oi_1 -> o2111ai_1 -> a2111o_1 -> o31a_1 -> buf_4 -> mux2_2.
- The required time at the worst-slack endpoint reads 4.74 ns.
- The area growth from synthesis to layout reads 40.36%.
- The number of vias per cell reads 5.104.
- Synthesis handed over a netlist of 301 instances.
- The congestion estimate from routability-driven global placement came to 0.8534.
- The via count of the first global-routing pass is 2469.
- The number of distinct library cells after synthesis is 40.
- The path depth of the worst reg2reg path reads 6.
- Once layout is complete, the cells apart from fillers number 527.
- The post-placement worst setup slack reads 0.8609 ns.
- Buffers inserted during clock tree synthesis total 9.
- Per the repair_timing log after CTS, setup buffers inserted total 0.
- The power per cell area reads 392.5 nW/µm².
- The number of clock sinks reads 110.
- The width of the die is 89.12 µm.
- According to the I/O placement log, the pin count is 157.
- Among all stages on the critical path, the largest delay is contributed by sky130_fd_sc_hd__clkdlybuf4s50_1.
- The delay of the slowest cell on the worst path is 0.87 ns.
- The maximum buffer depth of the clock tree is 2.
- Entering global routing, the biggest net connects 33 pins.
- The average footprint of a synthesized cell reads 12.61 µm².
- The start-to-end type of the worst setup path reads primary input to flip-flop.
- The cell family contributing the most delay on the critical path is buffers and inverters.
- The final layout report lists a filler cell count of 496.
- The number of remaining DRC errors reads 0.
- Checking hold timing, the worst path is listed with class flip-flop to flip-flop.
- The endpoint arrival time on the critical path reads 3.57 ns.
- The number of levels in the clock H-tree reads 3.
- The kind of capture point of the worst setup path reads a flip-flop.
- The number of placed instances with taps included reads 512.
- The average wire per standard cell is 16.21 µm.
- Before antenna repair, the detailed router went through 4 iterations.
- In the finished design, the share of the clock period the worst path needs comes to 0.7384.
- The number of antenna violations at the first check in global routing was 0.
- In this run the cell area of the synthesized design comes to 3795 µm².
- The launching element type of the critical path reads a primary input.
- Buffers placed on the I/O ports in this run total 125.
- For this run, the share of the core covered by cells in the final layout is 0.7304.
- The worst slew margin relative to its limit is 0.5025.
- Across the VDD grid, the largest voltage drop is 0.2140 mV.
- Setup repair after global routing left no endpoint under its margin.
- TritonCTS built the clock tree.
- The effective utilization at floorplan reads 0.5204.
- Yosys mapped a number of flops with a built-in enable equal to 0.
- The multi-input combinational cells in the finished layout cover a total of 1309 µm².
- The area taken by flip-flops and latches is 2362 µm².
- The hold-critical path endpoint reads data_memory_inst.memory[0][0].
- The sum of routed wire length over all layers reads 8544 µm.
- For the final database, setup skew stands at 0.01351 ns.
- The beginning of the worst hold path is data_memory_inst.memory[0][0].
- The area of the placeable core is 7292 µm².
- The chip height is 89.12 µm.
- The clock network latency to the later pin of the worst-skew pair reads 0.36 ns.
- The count of buffering cells on the critical path with inverters included is 2.
- Nets still carrying antenna violations after routing amount to 0.
- The number of pins with negative max-slew slack in the final report is 0.
- For the worst reg-to-reg path, the startpoint reported by OpenROAD is data_memory_inst.memory[22][0].
- The synthesis-stage register bit count is 110.
- The clock period minus final worst setup slack reads 3.323 ns.
- The final setup slack of the worst path reads 1.177 ns.
- For this design the static power due to leakage is 2.163 nW.
- The number of maximum-capacitance constraint violations reads 0.
-- cell usage in the layout, fill, tap and decap left out, types with 2 or more instances in the layout --
cell type,instances
sky130_fd_sc_hd__nand2_1,23
sky130_fd_sc_hd__mux2_2,29
sky130_fd_sc_hd__a22o_1,33
sky130_fd_sc_hd__inv_1,2
sky130_fd_sc_hd__and3b_1,2
sky130_fd_sc_hd__nand2b_1,4
sky130_fd_sc_hd__nand4_1,4
sky130_fd_sc_hd__dfxtp_1,78
sky130_fd_sc_hd__mux2i_1,4
sky130_fd_sc_hd__buf_4,9
sky130_fd_sc_hd__o211ai_1,2
sky130_fd_sc_hd__dfrtp_1,32
sky130_fd_sc_hd__nor2_1,11
sky130_fd_sc_hd__nor2b_1,4
sky130_fd_sc_hd__mux2_4,7
sky130_fd_sc_hd__nor3b_1,3
sky130_fd_sc_hd__a31oi_1,4
sky130_fd_sc_hd__clkbuf_8,10
sky130_fd_sc_hd__clkdlybuf4s50_1,125
sky130_fd_sc_hd__nand3_1,10
sky130_fd_sc_hd__nand3b_1,2
sky130_fd_sc_hd__nor3_1,6
sky130_fd_sc_hd__clkinv_4,2
sky130_fd_sc_hd__and2_1,2
-- worst max-delay path by stage --
stage	slack, ns	from	depth (start not counted)	to
final	1.18	ALUResultm[0]	8	data_memory_inst.memory[21][0]
after global routing	1.07	ALUResultm[0]	8	data_memory_inst.memory[27][0]
after CTS	1.24	ALUResultm[0]	8	data_memory_inst.memory[27][0]
-- final cells by class --
class                           count  area share
Clock buffer                       10     0.02584
Clock inverter                      5     0.01268
Tap cell                           99     0.02326
Inverter                            2    0.001409
Timing Repair Buffer              134      0.2476
Multi-Input combinational cell    167      0.2457
Sequential cell                   110      0.4435
-- cells by family after synthesis --
| logic type | Yosys count | synth area share |
|---|---|---|
| AND-OR/OR-AND | 51 | 0.1134 |
| buffers and inverters | 24 | 0.03330 |
| flip-flops | 110 | 0.6225 |
| multiplexers | 42 | 0.1332 |
| AND/OR/NAND/NOR | 74 | 0.09759 |
-- where the power goes --
group / internal (W) / switching (W) / total, W
registers: 0.00110 / 0.0000531 / 0.00115
clock network: 0.000278 / 0.000321 / 0.000599
logic: 0.000229 / 0.000109 / 0.000338
total: 0.00161 / 0.000483 / 0.00209
-- state kept, by name (all words and copies together) (netlist names) --
signal	count
store_stage_pipeline_reg_inst.ALUResultw	32
store_stage_pipeline_reg_inst.ResultSrcw	2
store_stage_pipeline_reg_inst.readDataw	1
store_stage_pipeline_reg_inst.nxtaddout	5
store_stage_pipeline_reg_inst.immextw	32
data_memory_inst.memory	32
store_stage_pipeline_reg_inst.Rdw	5
store_stage_pipeline_reg_inst.RegWritew	1
-- per-stage QoR --
step	power (W)	cell area, µm²
finish	0.002090	5326
global route	0.002191	5326
CTS	0.002111	5326
detailed placement	0.001514	5121
global placement	0.001504	5121
floorplan	0.001350	3795
-- routing by layer --
layer  wire (µm)  up-vias  track usage
met5           0        -            0
met4         150        0      0.04185
met3         750       11      0.05805
met2        3695       92       0.3359
met1        3947     1255       0.3488
li1            -     1332            -
-- cell usage after synthesis (2+ instances only) --
cell type                  count  share of area
sky130_fd_sc_hd__nor3_1        6         0.0079
sky130_fd_sc_hd__and3b_1       2         0.0046
sky130_fd_sc_hd__buf_1         4         0.0040
sky130_fd_sc_hd__a22o_1       33          0.076
sky130_fd_sc_hd__dfxtp_1      78           0.41
sky130_fd_sc_hd__mux2_2       29          0.086
sky130_fd_sc_hd__inv_1         2         0.0020
sky130_fd_sc_hd__o211ai_1      2         0.0040
sky130_fd_sc_hd__nand3_1      10          0.013
sky130_fd_sc_hd__and2_1        2         0.0033
sky130_fd_sc_hd__mux2_4        7          0.028
sky130_fd_sc_hd__nor2b_1       4         0.0066
sky130_fd_sc_hd__nand2b_1      4         0.0066
sky130_fd_sc_hd__mux2i_1       4          0.011
sky130_fd_sc_hd__dfrtp_1      32           0.21
sky130_fd_sc_hd__nand3b_1      2         0.0040
sky130_fd_sc_hd__buf_6         4          0.012
sky130_fd_sc_hd__nor2_1       12          0.012
sky130_fd_sc_hd__buf_2         5         0.0066
sky130_fd_sc_hd__nand2_1      23          0.023
sky130_fd_sc_hd__clkbuf_1      9         0.0089
sky130_fd_sc_hd__a31oi_1       4         0.0066
sky130_fd_sc_hd__nor3b_1       3         0.0059
sky130_fd_sc_hd__nand4_1       4         0.0066
-- worst min-delay path: cells and delay by family (launching register included) --
| family | cells | cell delay, ns |
|---|---|---|
| flip-flops | 1 | 0.35 |
| AND/OR/NAND/NOR | 1 | 0.05 |
| AND-OR/OR-AND | 1 | 0.07 |
Power figures rest on the tool's default switching activity, not on a simulated workload.
