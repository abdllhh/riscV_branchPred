<file path="flow/run.sh">
#!/bin/bash
# OpenROAD 26Q1-2900-gdf79404cd8, Yosys 0.63+post, stock flow scripts
make -C /OpenROAD-flow-scripts/flow DESIGN_CONFIG=/design/flow/config.mk WORK_HOME=/design/flow/orfs finish
</file>
<file path="flow/config.mk">
export PLATFORM = sky130hd
export DESIGN_NAME = instructionfetch
export DESIGN_NICKNAME = instructionfetch
export VERILOG_FILES = /design/flow/design.v
export SDC_FILE = /design/flow/constraint.sdc
export NUM_CORES = 4
export LEC_CHECK = 1
export CORE_AREA = 10 10 104 104
export DIE_AREA = 0 0 114 114
</file>
<file path="flow/constraint.sdc">
current_design instructionfetch

set clk_period 2.0
set clk_io_pct 0.2

create_clock -name clk0 -period $clk_period [get_ports {clk}]

set non_clock_inputs [all_inputs -no_clocks]
set_input_delay [expr $clk_period * $clk_io_pct] -clock clk0 $non_clock_inputs
set_output_delay [expr $clk_period * $clk_io_pct] -clock clk0 [all_outputs]
</file>
<file path="flow/design.v">
module programcounter(
    input reset,
    input select,
    input [4:0] jumpingaddress,
    output [4:0] nextaddress,
    input stall,
    input clk,
    output reg [4:0] currentaddress
);
reg [4:0] counter;
always @(posedge clk or posedge reset) begin
    if (reset) begin
        counter = 0;
    end else if (!stall) begin
            counter <= nextaddress;
    end
end
always@(counter or select)
begin
if(select)
  currentaddress<=jumpingaddress;
else  
  currentaddress<=counter;
end
assign nextaddress[4:0]= (currentaddress[4:0] + 1) ;
endmodule
module progrmemory(input [4:0]  address,input reset,output reg [31:0] data);
 reg [31:0] programline [16:0];
 integer i;
always@(*)
begin
 if(reset)
  begin
    for(i=0;i<17;i=i+1)
     begin
      programline[i]=0;
     end
	 programline[1]=32'b000000000010_00011111_00010_0110111; 
	 programline[2]=32'b000000000011_00011111_00011_0110111; 
	 programline[3]=32'b000000000001_00011111_00101_0110111; 
	 programline[4]=32'b0000000_00100_00010_000_00100_0110011; 
	 programline[5]=32'b0100000_00101_00011_000_00011_0110011; 
	programline[6]=32'b0000000_00000_00011_001_11110_1100011; 
	 programline[7]=32'b000000001111_00011111_00111_0110111; 
	 programline[8]=32'b000000001111_00011111_00111_0110111; 
	 programline[9]=32'b000000001111_00011111_00111_0110111; 
	 programline[10]=32'b000000001111_00011111_00111_0110111; 
  end
else
  data=programline[address];
end
endmodule
module instructionreg(input [4:0] currentaddin,nxtaddin,input [31:0] datain,input stall,input clk,input reset,output reg [31:0] dataout,output reg [4:0] currentadd,nxtadd);
always@(posedge clk or posedge reset)
begin
 if(reset)
  begin
   dataout<=32'bxxxxxxxxxxxxxxxxxxxxxxxxxxxxxxxx;
  end
 else if(!stall)
  begin
   dataout<=datain;
	currentadd<=currentaddin;
	nxtadd<=nxtaddin;
  end
end
endmodule
module instructionfetch(
    input stall,
    input reset,
    input clk,
    input [4:0] branching,jumping,
    output [31:0] dataout,
    input  branch,jump,
	 input clr,
	 output [4:0] nextaddressoutput,
	output  [4:0] addressoutput,
	output  [31:0] datain,
	output [4:0] address
);
	wire [4:0] nextaddress,addressskip;
	wire decidejump;
	assign decidejump=branch|| jump;
	assign addressskip = branch ?  branching:jumping ;
	 programcounter    programcounter_inst(.reset(reset),
	                                       .select(branch),
														.jumpingaddress(branching),
														.nextaddress(nextaddress),
														.stall(stall), 
														.clk(clk),
														.currentaddress(address));
    progrmemory progrmemory_inst(
        .address(address),
        .reset(reset),
        .data(datain)
    );
    instructionreg instructionreg_inst(
	     .currentaddin(address),
		  .nxtaddin(nextaddress),
        .datain(datain),
		  .stall(stall), 
        .clk(clk),
        .reset(clr),
        .dataout(dataout),
		  .currentadd(addressoutput),
		  .nxtadd(nextaddressoutput)
    );
endmodule
</file>
==> results_slide.txt <==
Key Metrics from the Run

Status
  • Status: finished clean

Place
  • Dpl ws: -0.239 ns
  • GP Congestion: 0.767
  • Estimated wirelength of the detail-placed design: 3800 um
  • I/O Buffers: 66
  • Dpl cell area: 0.00252 mm^2

Global route
  • GR Overflow Total: 0
  • Met3 Use GR: 1.81%
  • Number of antenna violations at the first check in global routing: 0
  • First-pass GRT wire length: 7180 um
  • GRT Util Overall: 6.71%
  • Vias in the first global route: 1348
  • Met2 Usage GRT: 12.0%
  • Met1 global-route usage: 8.04%
  • GRT Max-Usage Layer: met2
  • Largest net degree at the start of global routing: 16

Power and ir drop
  • Power density relative to cell area: 802 mW/mm^2
  • Clock group share of total power: 15.3%
  • Switching power as a share of total power: 28.3%
  • Max rail drop VDD: 0.297 mV
  • Net switching power: 585 uW
  • Internal power component: 1.48 mW
  • Leak Pwr: 1.12 nW
  • Combinational Power Share: 42.0%
  • Sequential share of power: 42.6%

Clocking
  • TritonCTS clock tree: built
  • Post-CTS setup buffers: 0
  • Cts hold-fix bufs: 0
  • Root cell of the clock tree: sky130_fd_sc_hd__clkbuf_8
  • H-tree level count: 1
  • Clock Pin Slew Worst Setup and Hold Paths: 0.10 ns
  • Maximum clock path buffer count: 2
  • Number of clock buffers inserted by TritonCTS: 3
  • Clock latency on the worst-skew pair: 0.27 ns

Flow run
  • # Max-Cap Violations: 0
  • Tool warning count: 34

Critical path
  • Worst Path Class, Setup: primary input to output pin
  • Highest cell delay on the worst timing path: 0.52 ns
  • Reg2Reg Launch Point: programcounter_inst.counter[0]
  • Data arrival time at the worst-slack endpoint: 1.55 ns
  • Standard cell with the maximum stage delay on the critical path: sky130_fd_sc_hd__clkdlybuf4s50_1
  • Sort of element at the end of the critical path: output pin
  • Launch point of the critical path: branching[2]
  • Count of cells along the worst register-to-register path: 5
  • Critical path cell sequence: clkdlybuf4s50_1, mux2i_4, inv_4, clkdlybuf4s50_1
  • Top fanout value on the critical path: 2
  • Required arrival time at the worst endpoint: 1.60 ns
  • CP most frequent cell: sky130_fd_sc_hd__clkdlybuf4s50_1
  • CP Launch Type: primary input
  • Endpoint of the most critical register-to-register path: programcounter_inst.counter[2]
  • Flop-to-flop setup slack: 0.53 ns

Hold path
  • Hold/Removal Path Class: primary input to asynchronous set/reset pin

Routing
  • Routed Wire Length: 4570 um
  • Average routed wire per standard cell: 13.9 um
  • Via/cell ratio: 3.77
  • Number of antenna cells inserted: 0
  • First drt pass iteration count: 4
  • Drt initial violations: 55
  • Count of nets left with antenna violations after detail routing: 0
  • DRC violations left: 0
  • Vias post-DR: 1244

Floorplanning
  • Effective utilization at floorplan: 21.2%
  • Number of placed I/O pins: 95
  • Core outline area: 0.00868 mm^2
  • Die Width: 114 um
  • Cell Rows: 34
  • Area of the die: 0.0130 mm^2
  • Die Span Y: 114 um

Logic synthesis
  • Cell accounting for the most synthesized area: sky130_fd_sc_hd__dfrtp_1
  • Netlist area before placement: 0.00184 mm^2
  • Top cells by area: sky130_fd_sc_hd__dfrtp_1 25%, sky130_fd_sc_hd__edfxtp_1 16%, sky130_fd_sc_hd__buf_4 16%, sky130_fd_sc_hd__mux2_2 11%, sky130_fd_sc_hd__dlxtn_1 11%
  • Number of warnings printed during yosys synthesis: 4
  • Number of enable-type register cells in the synthesized netlist: 10
  • Post-synthesis sequential element count: 41
  • Syn Area/Cell: 11.6 um^2
  • Chip area from the yosys synthesis statistics: 0.00184 mm^2
  • Tally of unique sky130hd cells used after synthesis: 32
  • Predominant post-synthesis flop cell: sky130_fd_sc_hd__dfrtp_1
  • FFs w/ async S/R, synth: 43.9%
  • Number of cells in Yosys stat: 159
  • Proportion of netlist area held by the largest area contributor: 24.5%
  • Syn Inst Count: 159

Final timing
  • Clock tree skew after final layout: 0.00184 ns
  • Final setup violation count: 0
  • Final setup slack of the worst path: 0.0495 ns
  • Final worst hold slack: 0.515 ns
  • Final hold viol count: 0
  • Sum of negative setup slack: 0 ns
  • Endpoints left unconstrained: 34
  • Register pins left without a clock: 13
  • Setup repair after global routing missed its margin: no
  • Headroom to the max-slew limit: 54.8%
  • Portion of the clock cycle consumed by the worst path in the final layout: 97.5%
  • Upper clock frequency limit: 513 MHz
  • Final critical path time including I/O delays and setup: 1.95 ns
  • Slew of the pin with the lowest slew margin: 0.678 ns
  • Max-slew violation count: 0

Layout
  • Fraction of final layout cells sized beyond drive strength 1: 20.3%
  • Fillcell total: 886
  • Post-Layout Inst Area: 0.00258 mm^2
  • Area added between synthesis and finish: 40.4%
## cell usage in the layout (no fill, tap or decap), types with 2 or more instances in the layout
cell type / synthesis / routed
sky130_fd_sc_hd__edfxtp_1: 10 / 10
sky130_fd_sc_hd__inv_2: 1 / 2
sky130_fd_sc_hd__conb_1: 1 / 22
sky130_fd_sc_hd__o21ai_0: 5 / 5
sky130_fd_sc_hd__nor2_1: 8 / 8
sky130_fd_sc_hd__o31ai_1: 2 / 2
sky130_fd_sc_hd__mux2_2: 18 / 17
sky130_fd_sc_hd__inv_1: 6 / 5
sky130_fd_sc_hd__nand2_1: 6 / 6
sky130_fd_sc_hd__xnor2_1: 3 / 3
sky130_fd_sc_hd__mux2i_2: 1 / 3
sky130_fd_sc_hd__dlxtn_1: 13 / 13
sky130_fd_sc_hd__a21oi_1: 3 / 3
sky130_fd_sc_hd__ha_1: 4 / 4
sky130_fd_sc_hd__clkdlybuf4s50_1: 0 / 64
sky130_fd_sc_hd__dfrtp_1: 18 / 18
sky130_fd_sc_hd__nor3_1: 3 / 3
sky130_fd_sc_hd__clkbuf_8: 0 / 3
sky130_fd_sc_hd__a21o_1: 2 / 2
sky130_fd_sc_hd__buf_4: 38 / 13
## Yosys cell counts (2+ instances only)
library cell,n
sky130_fd_sc_hd__buf_4,38
sky130_fd_sc_hd__nand2_1,6
sky130_fd_sc_hd__o31ai_1,2
sky130_fd_sc_hd__a21oi_1,3
sky130_fd_sc_hd__inv_1,6
sky130_fd_sc_hd__dfrtp_1,18
sky130_fd_sc_hd__clkbuf_1,3
sky130_fd_sc_hd__a21o_1,2
sky130_fd_sc_hd__edfxtp_1,10
sky130_fd_sc_hd__xnor2_1,3
sky130_fd_sc_hd__nor2_1,8
sky130_fd_sc_hd__mux2i_1,2
sky130_fd_sc_hd__dlxtn_1,13
sky130_fd_sc_hd__ha_1,4
sky130_fd_sc_hd__o21ai_0,5
sky130_fd_sc_hd__nor3_1,3
sky130_fd_sc_hd__mux2_2,18
## worst max-delay path: cells and delay by family
kind | cells | cell delay (ns)
buf+inv | 3 | 1.03
mux | 1 | 0.11
## power by group through the flow
| stage | Sequential, mW | Clock (mW) | Combinational, mW |
|---|---|---|---|
| final | 0.882 | 0.317 | 0.870 |
| after CTS | 0.885 | 0.326 | 0.883 |
| after global routing | 0.906 | 0.353 | 0.967 |
## sequential cells by signal, indices dropped and copies added, names as in the netlist
name	cells
instructionreg_inst.dataout	13
progrmemory_inst.data	13
instructionreg_inst.currentadd	5
instructionreg_inst.nxtadd	5
programcounter_inst.counter	5
## cell families after synthesis
| kind of cell | Yosys count | synth area share, % |
|---|---|---|
| adders and majority gates | 4 | 2.72 |
| xor gates and xnor gates | 3 | 1.43 |
| and+or+nand+nor | 21 | 5.45 |
| AOI/OAI and AO/OA | 17 | 6.06 |
| latches | 13 | 10.6 |
| muxes | 22 | 14.1 |
| other | 1 | 0.204 |
| DFF | 28 | 40.9 |
| buffers and inverters | 50 | 18.5 |
## worst max path at each step
stage | end | slack, ns | cells after the start
CTS | address[4] | 0.02 | 3
finish | address[2] | 0.05 | 4
global route | address[0] | 0.007 | 5
## layout make-up
type,count,area [um^2],share of cell area [%]
Inverter,8,32.5,1.26
Tap cell,108,135,5.24
Clock inverter,1,3.75,0.146
Clock buffer,3,41.3,1.60
Multi-Input combinational cell,89,641,24.8
Sequential cell,41,946,36.7
Timing Repair Buffer,80,779,30.2
## per-layer routing
layer	share of wire, %	vias to the layer above
li1	-	600
met3	9.1	2
met2	50	55
met5	0	-
met1	40	587
met4	1.2	0
## timing repair
action,in CTS,in global routing
endpoints found under the setup margin,5,3
cloned,0,0
gates resized,2,4
## metrics by stage
stage	total power, mW	utilization [%]	instances
after floorplan	1.28	-	180
after global placement	1.77	29.1	326
after detailed placement	1.77	29.1	326
after CTS	2.09	29.6	330
after global routing	2.23	29.7	330
final	2.07	29.7	330
No activity file was given, so power comes from the tool's default toggle rates.
