==> flow/run.sh <==
#!/bin/bash
# OpenROAD 26Q1-2900-gdf79404cd8, Yosys 0.63+post, stock flow scripts
make -C /OpenROAD-flow-scripts/flow DESIGN_CONFIG=/design/flow/config.mk WORK_HOME=/design/flow/orfs finish
==> flow/config.mk <==
export PLATFORM = sky130hd
export DESIGN_NAME = hazardunit
export DESIGN_NICKNAME = hazardunit
export VERILOG_FILES = /design/flow/design.v
export SDC_FILE = /design/flow/constraint.sdc
export NUM_CORES = 4
export LEC_CHECK = 1
export CORE_AREA = 10 10 70 70
export DIE_AREA = 0 0 80 80
==> flow/constraint.sdc <==
current_design hazardunit

set clk_period 2.0
set clk_io_pct 0.2

create_clock -name clk0 -period $clk_period

set non_clock_inputs [all_inputs -no_clocks]
set_input_delay [expr $clk_period * $clk_io_pct] -clock clk0 $non_clock_inputs
set_output_delay [expr $clk_period * $clk_io_pct] -clock clk0 [all_outputs]
==> flow/design.v <==
module hazardunit( 
    input [4:0] Rs1E, Rs2E,
    input [4:0] RdE, RdM, RdW,
    input branch, RegWriteW,
    output reg [1:0] ForwardAE, ForwardBE
);
reg condition;
always @(*) 
begin
    ForwardAE = 2'b00;
    ForwardBE = 2'b00;
	 condition=RegWriteW|| branch;
    if ((Rs1E == RdM) & (condition) & (Rs1E != 0))  
        ForwardAE = 2'b01; 
    else if ((Rs1E == RdW) & (condition) & (Rs1E != 0))
        ForwardAE = 2'b10;  
    if ((Rs2E == RdM) & (condition) & (Rs2E != 0))
        ForwardBE = 2'b01;  
    else if ((Rs2E == RdW) & condition & (Rs2E != 0))
        ForwardBE = 2'b10;  
end
endmodule
==> impl_metrics.toml <==
# synthesis and place-and-route metrics
[power_and_ir_drop]
clkPwrFrac = 0
power.switching_mw = 0.05245
irDropWorstVdd_mv = 0.02822
switching_share = 0.3903
p_int_mw = 0.08193
p_leak_nw = 0.3417
p_per_area_nw_per_um2 = 188.1
totalPowerFinal_mw = 0.1344
pwr-share-comb = 1.000
seqPwrFrac = 0

[hold_path]
hold_end = "ForwardBE[1]"
hp-start = "Rs2E[2]"
whs_path_depth = 5
hp-class = "input port to output pin"

[synthesis]
yosysUniqueCellTypes = 9
yosys_area_um2 = 271.5
synthCells = 34
synth.avg_cell_area_um2 = 7.986
yosys_cells = 34
yosys_warnings = 1
synthesis.area_um2 = 271.5
topCellsByArea = "xnor2_1 32%, xor2_1 32%, or4_1 11%"
top_cell_area_share = 0.3226
yosysTopAreaCell = "xnor2_1"
ys_top_cells_by_count = "10 x xnor2_1, 10 x xor2_1, 4 x or4_1"
postSynthSeqShare = 0

[drt]
dr_total_vias = 404
drtAntennaViolNets = 0
antenna_cells = 0
first_iter_violations = 4
drc = 0
viasPerCell = 3.424
routed_wl_mm = 1.282
wl_per_cell_um = 10.86
firstDrtPassIters = 2

[cts]
hold_buffers = 0

[grt]
gr-total-overflow = 0
grt_pass1_vias = 421
grt_pass1_wl_mm = 1.876
antenna_found_initial = 0
grt_usage = 0.03603
grt_max_degree = 4

[place]
post-place-ws_ns = -0.7473
place_congestion = 0.8117
place.port_buffers = 26
dpl.hpwl_mm = 1.096

[floorplanning]
core_um2 = 3416
dieHeight_um = 80
fp-row-count = 21
fp-utilization = 0.07949
ios = 31
die_x_um = 80
chipArea_um2 = 6400

[final_layout]
utilization = 0.2092
drive_gt1_frac = 0.5833
flops = 0
fillers = 374
syn2layout_area_growth_pct = 163.1
seq_area_um2 = 0
clkbuf_count = 0

[final_timing]
setup_viol = 0
tightest_slew_ns = 0.2221
drv_slew = 0
fin_crit_sh = 0.9727
layout_setup_ws_ns = 0.05456
slew_headroom = 0.8509
min_period_ns = 1.945
hold_viol = 0
rsz0062_at_grt = "yes"
clock.fmax_mhz = 514.0

[job]
warnings = 38
cap_viol_max_count = 0

[critical_path]
worstSetupStartpointType = "input port"
crit_fanout = 3
worstSetupEndpointType = "output pin"
critical_path_arrival_ns = 1.55
cp.required_ns = 1.60
crit_type = "input port to output pin"

[status]
status = "complete, no violations"
## power by group through the flow
stage / Sequential, mW / Combinational, mW / Clock [mW]
after CTS: 0 / 0.117 / 0
after global routing: 0 / 0.145 / 0
final: 0 / 0.134 / 0
## routing by layer
metal	part of all wire	track usage	up-vias
met3	0.079	0.006818	0
met1	0.43	0.04485	182
met5	0	0	-
met4	0	0	0
met2	0.49	0.06581	17
li1	-	-	205
## metrics by stage
step / hold slack [ns] / TNS [ns] / area (µm²) / instances
6_report: 1.277 / 0 / 714.4 / 118
5_1_grt: 1.313 / -0.04009 / 714.4 / 118
2_1_floorplan: 0.9218 / 0 / 271.5 / 34
3_3_place_gp: 1.948 / -2.772 / 664.4 / 116
4_1_cts: 1.255 / 0 / 650.6 / 117
3_5_place_dp: 1.927 / -2.710 / 664.4 / 116
## worst max path at each step
stage                 startpoint            to  slack (ns)  cells after the start
after global routing      RdW[3]  ForwardBE[1]       -0.03                      6
after CTS                Rs1E[0]  ForwardAE[1]       0.002                      6
final                    Rs1E[4]  ForwardAE[0]        0.05                      5
## critical path, cell delays in order
cell and delay (ns):
buf_4 0.13, or4_4 0.53, o22ai_2 0.11, and4b_1 0.21, clkdlybuf4s15_1 0.17
## cell usage in the layout (no fill, tap or decap), types with 3 or more instances in the layout
cell and n:
buf_4 12, xor2_1 10, buf_2 8, xnor2_2 7
dlygate4sd2_1 6, buf_6 4, xnor2_1 3, clkbuf_2 3
## what timing repair did
item                       4_1_cts  5_1_grt
setup endpoints to repair        4        4
resized                         69       27
buffers inserted                 1        1
pin swaps                       16       13
## kinds of logic (layout without fill, tap and decap cells)
family / Yosys count / count (layout) / synth area share
xor gates and xnor gates: 20 / 20 / 0.6451
buffers and inverters: 0 / 38 / 0
AOI/OAI and AO/OA: 4 / 4 / 0.09215
and+or+nand+nor: 10 / 10 / 0.2627
## area by class of cell
type,instances,area (µm²),area share
multi-input combinational,34,354.1,0.4956
timing repair buffer,38,302.8,0.4238
tap,46,57.56,0.08056
Power is estimated from default activity; no workload was simulated.
